==> design/flow/design.v <==
module Counter #(
   parameter Data_Width=8
) (
    input wire RST,
    input wire clk,
    output reg [2:0] Counter,
    output reg Finish
);
wire DFlag;
    always @(posedge clk or negedge RST ) begin
       if (!RST) begin
        Counter<=3'b0;
       end
       else begin
        Counter<= Counter+1'b1;
       end
    end
    assign DFlag=(Counter==3'b111);
    always @(posedge clk ) begin
        Finish<=DFlag;
    end
endmodule
module FSM (
    input wire clk,
    input wire RST,
    input wire Data_Valid,
    input wire Par_En,
    input wire Ser_done,
    output reg Ser_En,
    output reg Busy,
    output reg [1:0] Mux_Sel
);
reg [1:0] Current_State;
reg [1:0] Next_State;
    localparam Idle =2'b00,
               Start=2'b01,
               Data=2'b11,
               Parity=2'b10;
always @(posedge clk or negedge RST) begin
    if (!RST) begin
        Current_State<=Idle;
    end else begin
        Current_State<=Next_State;
    end
end
always @(*) begin
    case (Current_State)
        Idle:begin
            Mux_Sel=2'b01;
            Busy=1'b0;
            Ser_En=1'b0;
            if (Data_Valid) begin
                Next_State=Start;
            end else begin
                Next_State=Idle;
            end
        end
        Start:begin
            Mux_Sel=2'b00;
            Busy=1'b1;
            Ser_En=1'b1;
            Next_State=Data;
        end
        Data:begin
            Mux_Sel=2'b10;
            Busy=1'b1;
            Ser_En=1'b1;
            if (!Ser_done) begin
                Next_State=Data;
            end else begin
                if (Par_En) begin
                     Next_State=Parity;
                end else begin
                    Next_State=Idle;
                end
            end
        end
        Parity:begin
            Mux_Sel=2'b11;
            Busy=1'b1;
            Ser_En=1'b0;
            Next_State=Idle;
        end 
    endcase
end
endmodule
module Mux_4 (
    input wire clk,
    input wire [1:0] Mux_Sel,
    input wire Ser_Data,
    input wire Par_Bit,
    output reg TX_Out
);
wire Start_Bit=1'b0;
wire Stop_Bit=1'b1;
always @(posedge clk ) begin
    case (Mux_Sel)
    2'b00: begin
        TX_Out<=Start_Bit;
    end
    2'b01: begin
        TX_Out<=Stop_Bit;
    end
    2'b10: begin
        TX_Out<=Ser_Data;
    end
    2'b11: begin
        TX_Out<=Par_Bit;
    end
endcase
end
endmodule
module Parity_Unit (
    input wire clk,
    input wire Data_Valid,
    input wire [7:0] P_Data,
    input wire Par_Type,
    output reg Par_Bit
);
always @(posedge clk ) begin
    if (!Par_Type) begin
        Par_Bit<=^P_Data; 
    end
    else begin
        Par_Bit<=~^P_Data; 
    end
end
endmodule
module Serializer #(
   parameter Data_Width=8
) (
    input wire [Data_Width-1:0] P_Data,
    input wire clk,
    input wire rst,
    input wire Ser_En,
    input wire Data_Valid,
    input wire [2:0] Counter,
    output wire Ser_Data
);
reg [Data_Width-1:0] Data;
always @(posedge clk or negedge rst) begin
    if (!rst) begin
        Data<='b0;
    end else if(Data_Valid) begin
        Data<=P_Data;
    end else if (Ser_En) begin
        Data<=Data>>1;
    end
end
assign Ser_Data=Data[0];
endmodule
module Serializer_Top #(
    parameter Data_Width=8
) (
    input wire Ser_En,
    input wire RST,
    input wire clk,
    input wire Data_Valid,
    input wire [7:0] P_Data_Top,
    output wire Ser_Data_Top,
    output wire Ser_Done
);
wire [2:0] Counter_Top;
wire Counter_RST= Ser_En & RST;
Counter 
#(
    .Data_Width (Data_Width )
)
u_Counter(
    .RST     (Counter_RST     ),
    .clk     (clk     ),
    .Counter (Counter_Top ),
    .Finish  (Ser_Done  )
);
Serializer #(
    .Data_Width (Data_Width )
)
u_Serializer(
    .P_Data   (P_Data_Top   ),
    .clk      (clk      ),
    .rst(RST),
    .Ser_En(Ser_En),
    .Data_Valid(Data_Valid),
    .Counter  (Counter_Top  ),
    .Ser_Data (Ser_Data_Top )
);
endmodule
module UART_TX_Top #(
    parameter Data_Width=8
) (
    input wire clk,
    input wire RST,
    input wire [7:0] P_Data_UART,
    input wire Data_Valid_UART,
    input wire Par_En_UART,
    input wire Par_Type_UART,
    output wire TX_Out_UART,
    output wire Busy_UART
);
wire Ser_Done,Ser_Data_Top,Ser_En;
wire [1:0] Mux_Sel;
wire Par_Bit;
Serializer_Top #(
    .Data_Width (Data_Width )
)
u_Serializer_Top(
    .Ser_En       (Ser_En       ),
    .RST          (RST          ),
    .clk          (clk          ),
    .Data_Valid(Data_Valid_UART),
    .P_Data_Top   (P_Data_UART   ),
    .Ser_Data_Top (Ser_Data_Top ),
    .Ser_Done     (Ser_Done     )
);
FSM u_FSM(
    .clk        (clk        ),
    .RST        (RST        ),
    .Data_Valid (Data_Valid_UART ),
    .Par_En     (Par_En_UART     ),
    .Ser_done   (Ser_Done   ),
    .Ser_En     (Ser_En     ),
    .Busy       (Busy_UART       ),
    .Mux_Sel    (Mux_Sel    )
);
Parity_Unit u_Parity_Unit(
    .clk        (clk        ),
    .Data_Valid (Data_Valid_UART ),
    .P_Data     (P_Data_UART     ),
    .Par_Type   (Par_Type_UART   ),
    .Par_Bit    (Par_Bit    )
);
Mux_4 u_Mux_4(
    .clk      (clk      ),
    .Mux_Sel  (Mux_Sel  ),
    .Ser_Data (Ser_Data_Top ),
    .Par_Bit  (Par_Bit  ),
    .TX_Out   (TX_Out_UART   )
);
endmodule
==> design/flow/run.sh <==
#!/bin/bash
# OpenROAD 26Q1-2900-gdf79404cd8, Yosys 0.63+post, stock flow scripts
make -C /OpenROAD-flow-scripts/flow DESIGN_CONFIG=/design/flow/config.mk WORK_HOME=/design/flow/orfs finish
==> design/flow/config.mk <==
export PLATFORM = sky130hd
export DESIGN_NAME = UART_TX_Top
export DESIGN_NICKNAME = UART_TX_Top
export VERILOG_FILES = /design/flow/design.v
export SDC_FILE = /design/flow/constraint.sdc
export NUM_CORES = 4
export LEC_CHECK = 1
export CORE_AREA = 10 10 78 78
export DIE_AREA = 0 0 88 88
==> design/flow/constraint.sdc <==
current_design UART_TX_Top

set clk_period 1.4
set clk_io_pct 0.2

create_clock -name clk0 -period $clk_period [get_ports {clk}]

set non_clock_inputs [all_inputs -no_clocks]
set_input_delay [expr $clk_period * $clk_io_pct] -clock clk0 $non_clock_inputs
set_output_delay [expr $clk_period * $clk_io_pct] -clock clk0 [all_outputs]
==> summary.txt <==
run metrics: share of cells above drive strength 1=0.187, number of enable flip-flop cells=0, crit path capture type=primary output, Design Power=0.00120 W, Worst EP required=1120 ps, worst-path fanout max=2, Worst-Margin Slew=298 ps, pre-CTS WS=-238 ps, yosys stat area=787 um2, Async SR Flop Fraction=0.833, pwr/cell area=1080 nW/um2, Syn Area/Cell=11.6 um2, Clock Skews=1.43 ps, crit path from=u_FSM.Current_State[1]$_DFF_PN0_, detailed-router iteration count before antenna repair=4, Log Warnings=26, antenna cell count=0, Clock Sinks=18, Init Core Util=0.178, Hold Buf Count CTS=0, clock slew at reported path FFs=60 ps, final wirelength=1490 um, core area=4410 um2, Period minus WS final=1370 ps, Vias/cell=3.76, Max-slew headroom=0.801, Chip Width=88 um, Reg-to-Reg Start=u_FSM.Current_State[1]$_DFF_PN0_, worst hold slack=280 ps, Final GP Congestion=0.795, Total Die Area=7740 um2, Mapped Cells=68, Setup crit end=Busy_UART, I/O Buffers=14, antenna viol nets, final=0, die height=88 um, fin crit share=0.979, Num CTS Buffers=3, maximum number of pins on one net before global-route repair=19, RSZ-0062 raised after global routing=yes, Worst setup SP type=flop, maximum clock rate=730 MHz, io pins=15, r2r setup slk=180 ps, post-synthesis cell area=787 um2, Flops after synth=18, Post-synth top flop=dfrtp_1, Fin. Hold Viols=0, r2r worst-path depth=4, Setup-failing EPs final=0, VDD IR-drop max=0.538 mV, initial antenna violation count=0, critical path data arrival time=1090 ps, WL/cell=10.4 um, RR Endpoint=u_Serializer_Top.u_Serializer.Data[5]$_DFFE_PN0P_, clk buf depth=2, Pins Over Slew Limit=0, filler instances=449, Starting DRT DRC Count=31, # rows=24, global-route wire length before repair=2570 um, Late-Pin Clk Latency=250 ps, Post-synth seq share=0.555, Setup Crit Path Kind=reg2out, total gr overflow=0, H-tree depth=1, drt drc=0, logic area=338 um2, status=finished clean, CTS tree=built, Clock Tree Root=clkbuf_8, # Cells Yosys=68, worst hold path class=in2async, synthesis warning total=5, global-route usage over all layers=0.0409, Sequential Area=437 um2, leakage power=0.562 nW, via count=538, vias in the first global route=573, area grow syn2layout=40.5%, detailed placer's ending HPWL=1170 um, Max Cap Viol=0, Worst Setup Slack, final=29.6 ps, synth unique cells=21
-- where the power goes --
part | internal (W) | switching [W]
Sequential | 0.000566 | 0.0000175
Clock | 0.000249 | 0.000160
Combinational | 0.000131 | 0.0000749
-- how the worst min path moves through the flow --
stage	depth (start not counted)	slack, ps	to	start
global route	1	300	u_Serializer_Top.u_Serializer.Data[6]$_DFFE_PN0P_	RST
finish	1	280	u_Serializer_Top.u_Serializer.Data[4]$_DFFE_PN0P_	RST
CTS	1	280	u_Serializer_Top.u_Serializer.Data[6]$_DFFE_PN0P_	RST
-- cells in the final DEF (no fill, tap or decap) --
cell type	n
clkdlybuf4s50_1	13
mux2_2	1
buf_2	1
xnor2_2	2
nor2_4	1
and2_1	2
ha_1	2
dfxtp_1	3
nand2_1	10
xnor3_1	1
buf_4	6
or3_1	1
mux2i_1	7
and3_1	1
o21ai_0	11
buf_12	1
a21o_1	1
xnor2_1	3
xor2_1	1
clkbuf_8	4
dfrtp_1	14
a21oi_1	1
inv_1	3
dfstp_2	1
-- cells by family after synthesis --
kind of cell / Yosys count / synth area share
buffers and inverters: 5 / 0.0254
AND/OR/NAND/NOR: 15 / 0.0938
flip-flops: 18 / 0.555
multiplexers: 8 / 0.103
XOR/XNOR: 7 / 0.105
AND-OR/OR-AND: 13 / 0.0858
adder cells (fa/ha/maj): 2 / 0.0318
-- worst max-delay path, cell delays in order, from the launching register on --
cell,delay (ps)
dfrtp_1,380
or3_1,350
buf_2,110
-- registers in the layout (all words and copies together) (netlist names) --
signal / flops
u_Serializer_Top.u_Serializer.Data: 8
u_FSM.Current_State: 4
u_Serializer_Top.u_Counter.Counter: 3
u_Mux_4.TX_Out: 1
u_Parity_Unit.Par_Bit: 1
u_Serializer_Top.u_Counter.Finish: 1
-- what timing repair did --
action / in CTS / in global routing
pin swaps: 0 / 1
cloned: 0 / 0
gates resized: 3 / 1
buffers inserted: 1 / 0
endpoints found under the setup margin: 1 / 2
-- area by class of cell --
cell class,count,area share
Multi-Input combinational cell,45,0.305
Clock buffer,4,0.0498
Tap cell,52,0.0588
Sequential cell,18,0.395
Inverter,3,0.0102
Timing Repair Buffer,21,0.181
-- Yosys cell counts, types with 2 or more instances --
cell type	instances	area, um2
dfrtp_1	14	350
o21ai_0	11	55.1
nand2_1	10	37.5
mux2i_1	7	70.1
xnor2_1	4	35.0
dfxtp_1	3	60.1
inv_1	3	11.3
and2_1	2	12.5
ha_1	2	25.0
-- per-layer routing --
layer  up-vias  routed length [um]  GRT usage  share of wire
li1        272                   -          -              -
met1       248                 702     0.0583           0.47
met2        16                 594     0.0556           0.40
met3         2                 149     0.0187           0.10
met4         0                  40    0.00870          0.027
met5         -                   0          0              0
-- stage by stage --
stage / utilization / TNS [ps] / cells / cell area (um2)
6_report: 0.251 / 0 / 143 / 1110
5_1_grt: 0.251 / -18.8 / 143 / 1110
3_5_place_dp: 0.236 / -240 / 138 / 1040
3_3_place_gp: 0.236 / -274 / 138 / 1040
2_1_floorplan: - / 0 / 68 / 787
4_1_cts: 0.249 / 0 / 143 / 1100
Power is estimated from default activity; no workload was simulated.
